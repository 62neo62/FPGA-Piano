**config.mk**
```make
export PLATFORM = sky130hd
export DESIGN_NAME = piano
export DESIGN_NICKNAME = piano
export VERILOG_FILES = /design/flow/design.v
export SDC_FILE = /design/flow/constraint.sdc
export NUM_CORES = 4
export LEC_CHECK = 1
export CORE_UTILIZATION = 30
```
**run.sh**
```bash
#!/bin/bash
# OpenROAD 26Q1-2900-gdf79404cd8, Yosys 0.63+post, stock flow scripts
make -C /OpenROAD-flow-scripts/flow DESIGN_CONFIG=/design/flow/config.mk WORK_HOME=/design/flow/orfs finish
```
**design.v**
```verilog
`timescale 1 ns / 1 ps
module piano (
    input wire clk,
    input wire hush,
    input wire [3:0] note,
    output wire speaker
 );
    localparam N = 17;
	reg [N-1:0] counter;
	reg [N-1:0] period;
	reg speakerout;
	initial
	begin
	   counter = 5'h00000;
	   period = 5'h00000;
	   speakerout = 0;
	end
	always @(posedge clk)
	begin
	   case(note)
		4'b0000:
		period = 17'b11011101111100011;
        4'b0001:
        period = 17'b11010001011111001;
        4'b0010:
        period = 17'b11000101101110101;
        4'b0011:
        period = 17'b10111010101000011;
        4'b0100:
        period = 17'b10110000001010000;
        4'b0101:
        period = 17'b10100110010001010;
        4'b0110:
        period = 17'b10011100111100000;
        4'b0111:
        period = 17'b10010100001000010;
        4'b1000:
        period = 17'b10001011110100001;
        4'b1001:
        period = 17'b10000011111110000;
        4'b1010:
        period = 17'b01111100100011111;
        4'b1011:
        period = 17'b01110101100100100;
        4'b1100:
        period = 17'b01101110111110001;
        4'b1101:
        period = 17'b01101000101111100;
        4'b1110:
        period = 17'b01100010110111010;
        4'b1111:
        period = 17'b01011101010100001;
		default:
		period = 17'b00000000000000000;
	   endcase
    end
	always@(posedge clk)
    begin
    counter = counter + 1;
    if(counter == period)
    begin
       speakerout = ~speakerout;
       counter = 0;
    end
    if(hush == 1'b1)
        speakerout = 1'b0;
    end
    assign speaker = speakerout;
endmodule
```
**constraint.sdc**
```tcl
current_design piano

set clk_period 3.9
set clk_io_pct 0.2

create_clock -name clk0 -period $clk_period [get_ports {clk}]

set non_clock_inputs [all_inputs -no_clocks]
set_input_delay [expr $clk_period * $clk_io_pct] -clock clk0 $non_clock_inputs
set_output_delay [expr $clk_period * $clk_io_pct] -clock clk0 [all_outputs]
```
==> flow_results.xml <==
<?xml version="1.0" encoding="UTF-8"?>
<metrics>
  <group name="final_timing">
    <metric name="skew" unit="ps">6.81</metric>
    <metric name="slew_headroom" unit="%">51.0</metric>
    <metric name="final_hold_viol_count" unit="">0</metric>
    <metric name="worstMarginPinSlew" unit="ps">733</metric>
    <metric name="achievable_freq" unit="GHz">0.359</metric>
    <metric name="final.min_clock_period" unit="ps">2790</metric>
    <metric name="setup-violations-final" unit="">0</metric>
    <metric name="total_negative_setup_slack" unit="ps">0</metric>
    <metric name="number_of_pins_with_negative_max_slew_slack_in_the_final_report" unit="">0</metric>
    <metric name="min_period_over_period" unit="%">71.4</metric>
    <metric name="rsz0062_at_grt" unit="">no</metric>
  </group>
  <group name="worst_setup_path">
    <metric name="rr_startpoint" unit="">counter[0]$_SDFF_PN0_</metric>
    <metric name="critical-path-max-stage-delay" unit="ps">550</metric>
    <metric name="critical-path-slowest-cell" unit="">or4_4</metric>
    <metric name="critical_path_start_type" unit="">flop</metric>
    <metric name="endpoint_arrival_time_on_the_critical_path" unit="ps">2960</metric>
    <metric name="setup.worst_path.end_class" unit="">flop</metric>
    <metric name="timing.critical_path.fanout_max" unit="">17</metric>
    <metric name="path_buffers" unit="">0</metric>
    <metric name="critPathTopFamily" unit="">simple AND/OR/NAND/NOR gates</metric>
    <metric name="criticalPathCategory" unit="">reg -&gt; reg</metric>
    <metric name="crit_chain" unit="">ha_1 &gt; nand3_2 &gt; nor4_2 &gt; xnor2_1 &gt; o21ai_0 &gt; or4_4 &gt; nor2_4 &gt; nor2_1</metric>
    <metric name="critPathRequiredTime" unit="ps">4070</metric>
    <metric name="timing.critical_path.from" unit="">counter[0]$_SDFF_PN0_</metric>
  </group>
  <group name="synth">
    <metric name="seq_area_frac_synth" unit="%">35.3</metric>
    <metric name="enable_flop_cells" unit="">0</metric>
    <metric name="largest_area_contributor_in_the_synthesized_netlist" unit="">dfxtp_1</metric>
    <metric name="synthDominantCellAreaShare" unit="%">35.3</metric>
    <metric name="synth-warning-count" unit="">1</metric>
    <metric name="synth_flop_count" unit="">35</metric>
    <metric name="ys_types" unit="">47</metric>
    <metric name="syn-instance-count" unit="">229</metric>
    <metric name="synth_async_sr_flop_share" unit="%">0</metric>
    <metric name="syn_std_cell_area" unit="sq um">1990</metric>
    <metric name="synth-cells-yosys" unit="">229</metric>
    <metric name="yosys_area" unit="sq um">1990</metric>
    <metric name="ff_type" unit="">dfxtp_1</metric>
    <metric name="synth.area.top_cells" unit="">dfxtp_1, xnor2_1, ha_1</metric>
    <metric name="syn_avg_cell_area" unit="sq um">8.68</metric>
  </group>
  <group name="worst_hold_path">
    <metric name="min_from" unit="">speakerout$_SDFFE_PP0N_</metric>
    <metric name="holdCritPathClass" unit="">reg -&gt; reg</metric>
  </group>
  <group name="power_and_ir_drop">
    <metric name="worst_ir_drop_vdd" unit="mV">0.145</metric>
    <metric name="power_leakage" unit="nW">0.778</metric>
    <metric name="power.density" unit="nW/um^2">379</metric>
    <metric name="fin_total_pwr" unit="mW">0.832</metric>
  </group>
  <group name="clock_network">
    <metric name="cts_setup_buffers" unit="">0</metric>
    <metric name="cts_resized" unit="">0</metric>
    <metric name="hold_buffers" unit="">0</metric>
    <metric name="ctsRootBufferMaster" unit="">clkbuf_8</metric>
    <metric name="clock.latency.late_pin" unit="ps">290</metric>
    <metric name="cts_max_path_buffers" unit="">2</metric>
    <metric name="clk_transition_reported_paths" unit="ps">70</metric>
    <metric name="clock_sink_count" unit="">35</metric>
    <metric name="cts_tree" unit="">done</metric>
    <metric name="cts_inserted_buffers" unit="">5</metric>
    <metric name="ctsHtreeMaxLevel" unit="">2</metric>
  </group>
  <group name="placed_design">
    <metric name="dpl.hpwl" unit="um">2730</metric>
    <metric name="placed_area" unit="sq um">2100</metric>
    <metric name="port_buffers" unit="">6</metric>
    <metric name="routabilityCongestion" unit="">0.878</metric>
  </group>
  <group name="floorplanning">
    <metric name="die_area" unit="sq um">6950</metric>
    <metric name="core_area" unit="sq um">6390</metric>
    <metric name="die_y" unit="um">83.4</metric>
    <metric name="fp_util" unit="%">31.1</metric>
    <metric name="num_io_pins" unit="">7</metric>
    <metric name="row_count" unit="">29</metric>
    <metric name="dieWidth" unit="um">83.4</metric>
  </group>
  <group name="finish">
    <metric name="finalInstanceArea" unit="sq um">2200</metric>
    <metric name="area_growth_syn_to_fin" unit="%">10.5</metric>
    <metric name="multiInputGateArea" unit="sq um">1200</metric>
    <metric name="fillCellCount" unit="">642</metric>
    <metric name="post_route_cells_drive_above_1_share" unit="%">7.73</metric>
    <metric name="register_area" unit="sq um">701</metric>
  </group>
  <group name="route">
    <metric name="route.detailed.wl_per_inst" unit="um">12.0</metric>
    <metric name="antenna_left" unit="">0</metric>
    <metric name="drtPass1Iterations" unit="">4</metric>
    <metric name="totalWireLength" unit="um">3730</metric>
    <metric name="detail_route.vias_per_cell" unit="">4.85</metric>
    <metric name="drtIter0Drc" unit="">101</metric>
    <metric name="vias" unit="">1502</metric>
    <metric name="route.antenna.diode_count" unit="">0</metric>
    <metric name="drc" unit="">0</metric>
  </group>
  <group name="status">
    <metric name="outcome" unit="">complete, no violations</metric>
  </group>
  <group name="grt">
    <metric name="antenna_found_initial" unit="">0</metric>
    <metric name="global_route.usage.total" unit="%">11.2</metric>
    <metric name="vias_in_the_first_global_route" unit="">1411</metric>
    <metric name="grt_max_degree" unit="">29</metric>
    <metric name="global_route_wire_length_before_repair" unit="um">6400</metric>
    <metric name="overflow" unit="">0</metric>
  </group>
  <group name="flow_run">
    <metric name="drv_cap" unit="">0</metric>
    <metric name="openroad.warnings" unit="">32</metric>
  </group>
</metrics>
## layout by cell type (no fill, tap or decap), types with 3 or more instances in the layout
cell type and n:
a21oi_1 13, a31oi_1 3, and4_1 3, clkbuf_8 6, clkdlybuf4s50_1 6, dfxtp_1 35
ha_1 9, inv_1 9, mux2i_1 4, nand2_1 14, nand2b_1 3, nand3_1 7
nor2_1 29, nor3_1 6, o211ai_1 3, o21ai_0 16, xnor2_1 23, xor2_1 9
## cells in the mapped netlist (2+ instances only)
master	number
dfxtp_1	35
nor2_1	29
xnor2_1	23
o21ai_0	16
nand2_1	14
a21oi_1	13
ha_1	9
inv_1	9
xor2_1	9
nand3_1	7
nor3_1	6
clkbuf_1	5
buf_2	4
mux2i_1	4
a31oi_1	3
and4_1	3
nand2b_1	3
o211ai_1	3
a2bb2oi_1	2
nand3b_1	2
nand4_1	2
nor2_4	2
nor4_1	2
## per-stage QoR
stage	std cells	hold slack (ps)	worst slack, ps	utilization [%]
after floorplan	229	439	1320	-
after global placement	302	475	1160	32.8
after detailed placement	302	480	1090	32.8
after CTS	310	493	1100	34.4
after global routing	310	530	900	34.4
final	310	487	1110	34.4
## report_power, final
| part | total [mW] | switching (mW) | internal (mW) | leakage (nW) |
|---|---|---|---|---|
| logic | 0.124 | 0.0598 | 0.0646 | 0.441 |
| clock network | 0.280 | 0.136 | 0.144 | 0.0474 |
| registers | 0.428 | 0.0422 | 0.386 | 0.290 |
## flip-flops by register name (all words and copies together) (netlist names)
| register | count |
|---|---|
| period | 17 |
| speakerout | 1 |
| counter | 17 |
## layout make-up
type,instances,share of cell area (%)
Inverter,9,1.54
Tap cell,77,4.39
Clock inverter,2,0.741
Multi-Input combinational cell,174,54.6
Sequential cell,35,31.9
Clock buffer,6,3.76
Timing Repair Buffer,7,3.08
## logic make-up after synthesis
logic type	after synthesis	synth area share, %
compound gates	48	15.1
xor+xnor	34	16.1
fa+ha+maj	9	5.67
buf+inv	20	4.41
flops	35	35.3
mux	5	2.58
simple gates	78	20.9
## path summary, 6_finish.rpt
check	slack, ps	cells past startpoint	to
setup / recovery	1110	8	counter[3]$_SDFF_PN0_
hold / removal	490	2	speakerout$_SDFFE_PP0N_
setup reg to reg	1110	8	counter[3]$_SDFF_PN0_
hold reg to reg	490	2	speakerout$_SDFFE_PP0N_
## tightest hold or removal path, cell delays in order, from the launching register on
cell     delay (ps)
dfxtp_1         320
o21ai_0          70
a21oi_1          60
## layer usage
metal / vias to the layer above / global-route usage [%] / part of all wire (%)
li1: 804 / - / -
met1: 661 / 17.3 / 52
met2: 30 / 17.1 / 42
met3: 7 / 1.82 / 3.6
met4: 0 / 2.04 / 2.3
met5: - / 0 / 0
No activity file was given, so power comes from the tool's default toggle rates.
